--- flow/config.mk ---
export PLATFORM = sky130hd
export DESIGN_NAME = PC
export DESIGN_NICKNAME = PC
export VERILOG_FILES = /design/flow/design.v
export SDC_FILE = /design/flow/constraint.sdc
export NUM_CORES = 4
export LEC_CHECK = 1
export CORE_AREA = 10 10 80 80
export DIE_AREA = 0 0 90 90
--- flow/constraint.sdc ---
current_design PC

set clk_period 1.0
set clk_io_pct 0.2

create_clock -name clk0 -period $clk_period [get_ports {clk}]

set non_clock_inputs [all_inputs -no_clocks]
set_input_delay [expr $clk_period * $clk_io_pct] -clock clk0 $non_clock_inputs
set_output_delay [expr $clk_period * $clk_io_pct] -clock clk0 [all_outputs]
--- flow/design.v ---
module PC (
   output reg [31:0] Address_out,
   input  clk,
   input  rst,
   input  [31:0] Address_in
);
   parameter text_start  = 32'h00400000;  
   always @(posedge clk, negedge rst)
   begin
      if (!rst)
         Address_out <= text_start;   
      else
         Address_out <= Address_in;    
   end
endmodule  
module Add_PC (
   input  [31:0] Address_in,
   output [31:0] Address_out
);
   assign Address_out = Address_in + 32'd4;   
endmodule  
--- flow/run.sh ---
#!/bin/bash
# OpenROAD 26Q1-2900-gdf79404cd8, Yosys 0.63+post, stock flow scripts
make -C /OpenROAD-flow-scripts/flow DESIGN_CONFIG=/design/flow/config.mk WORK_HOME=/design/flow/orfs finish
==> run notes <==
run results: core area between 4000 and 5000 µm², maximum root-to-sink buffer count 2, unrepaired setup endpoints after global routing yes, Area Growth Syn to Fin 88.0%, CP max stage delay 510 ps, Placed Area ~1500 µm², Port-buffer cells approximately 65, Seq share, synth 1.00, total track usage 0.0611, total negative setup slack -80.0 ps, post-synthesis register bit count 32, Post-Syn Instances 32, Final Wtd Congestion roughly 0.7, cell type with the largest total area dfrtp_1, Final Max Slew Viols 0, Arr. time, crit path 880 ps, drt via density between 3 and 4, hold crit path type in -> reg, fp_density 0.170, crit path capture type output port, final worst slack -80.0 ps, comb. cell area 0 µm², crit-path max FO 1, H-Tree Depth 2, share of layout cells above drive strength 1 0.407, I/O Pins 66, DRT Pass-1 Iters 2, Crit path depth 1, final WL 2.48 mm, dominant logic cell type in the layout buf_2, GR Overflow Total 0, Synth Cell Area ~800 µm², Final Hold Fails 0, CTS Sinks 32, DIE HEIGHT roughly 90 µm, CTS tree yes, largest registers Address_out: 32 flops, DIE AREA 8100 µm², Max Clk Rate approximately 930 MHz, tool warnings 27, Crit Path Category reg -> out, first-pass GRT wire length 3.88 mm, status finished, violations left, WL/cell between 10 and 15 µm, crit path DRT 800 ps, Die Width 90 µm, worst path cell trace buf_2, Util after Layout 0.319, Top cell area share 0.967, syn_area_per_cell 25.1 µm², final antenna-violating net count 0, worst-margin pin slew 244 ps, most frequent cells in the layout buf_2, clkdlybuf4s50_1, dfrtp_1, clkbuf_8, buf_4, hold_ws about 320 ps, tally of max-capacitance violations 0, Iter 0 DRT Violations 3, Final period util 1.08, Slew headroom 0.837, max reg flops 32, synth warn 1, # diodes 0, YS chip area 802 µm², vias in the first global route 637, setup violators final 1, min Tclk post-route 1080 ps, Leak between 0.6 and 0.7 nW, Worst Setup Start Kind flip-flop, TritonCTS Buffers 5, Largest Register Address_out, Crit-path slowest cell dfstp_2, clk root buf clkbuf_8, via count 548, DRC viols 0, hold path depth 1, top cells, area dfrtp_1, dfstp_2, Peak VDD IR 0.000427 V, largest net degree at the start of global routing 21, antenna violations before repair 0, CP Buf/Inv Count 1, Yosys cell types 2, power per cell area about 1900 nW/µm², failing checks setup timing, Comb gates 0, Worst-path clk slew 70 ps, cell family with most CP delay flip-flops, number of standard cells reported by yosys 32, Final Instance Area 1510 µm², setup repair bufs after CTS 0, # rows 25
-- metal layers --
layer,wire length [µm],vias up,GRT usage
met5,0,-,0
met3,323,6,0.0377
met1,892,258,0.0668
met4,47,0,0.0106
met2,1220,38,0.100
li1,-,246,-
-- final timing paths --
| check | startpoint | to | slack (ps) |
|---|---|---|---|
| max in group asynchronous | rst | Address_out[21] | 360 |
| min | Address_in[22] | Address_out[22] | 320 |
| max | Address_out[22] | Address_out[22] | -80 |
| min in group asynchronous | rst | Address_out[0] | 390 |
-- stage by stage --
step	setup WS, ps	total power, W	instances
global placement	-163	0.00168	166
global route	-134	0.00295	175
floorplan	326	0.00138	32
finish	-80.0	0.00280	175
detailed placement	-165	0.00168	166
CTS	-103	0.00286	175
-- layout make-up --
cell class	instances	area, µm²
Timing Repair Buffer	68	510
Sequential cell	32	802
Clock inverter	3	42.5
Clock buffer	5	68.8
Fill cell	477	3220
Tap cell	67	83.8
-- report_power, final --
part	total, W	internal (W)	switching, W
clock network	0.00121	0.000737	0.000476
logic	0.000211	0.000158	0.0000533
registers	0.00137	0.00136	0.0000139
total	0.00280	0.00225	0.000543
-- synth_stat cells (all sizes together) --
library cell and count:
dfstp 1, dfrtp 31
-- cell families after synthesis --
family / Yosys count / synth area share
flops: 32 / 1.00
-- repair_timing --
item	in CTS	in global routing
resized	96	0
pin swaps	0	0
hold buffers	1	0
hold endpoints to repair	31	0
setup endpoints to repair	32	4
Power is estimated from default activity; no workload was simulated.
